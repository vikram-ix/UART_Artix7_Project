## config.mk

```make
export PLATFORM = sky130hd
export DESIGN_NAME = top_uart
export DESIGN_NICKNAME = top_uart
export VERILOG_FILES = /design/flow/design.v
export SDC_FILE = /design/flow/constraint.sdc
export NUM_CORES = 4
export LEC_CHECK = 1
export CORE_UTILIZATION = 50
```

## constraint.sdc

```tcl
current_design top_uart

set clk_period 3.0
set clk_io_pct 0.2

create_clock -name clk0 -period $clk_period [get_ports {clk}]

set non_clock_inputs [all_inputs -no_clocks]
set_input_delay [expr $clk_period * $clk_io_pct] -clock clk0 $non_clock_inputs
set_output_delay [expr $clk_period * $clk_io_pct] -clock clk0 [all_outputs]
```

## design.v

```verilog
module top_uart (
    input  wire clk,
    input  wire rst,
    input  wire rx,
    input  wire btn,
    output wire tx,
    output wire [7:0] led
);
    wire [7:0] rx_data;
    wire rx_done;
    uart_rx uart_rx_inst (
        .clk(clk),
        .rst(rst),
        .rx(rx),
        .rx_data(rx_data),
        .rx_done(rx_done)
    );
    uart_tx uart_tx_inst (
        .clk(clk),
        .rst(rst),
        .tx_start(rx_done),
        .tx_data(rx_data),
        .tx(tx),
        .tx_busy()
    );
    assign led = rx_data;
endmodule
module uart_rx #(
    parameter CLK_FREQ  = 100_000_000,
    parameter BAUD_RATE = 9600
)(
    input  wire clk,
    input  wire rst,
    input  wire rx,
    output reg  [7:0] rx_data,
    output reg  rx_done
);
    localparam integer BAUD_CNT = CLK_FREQ / BAUD_RATE;
    reg [13:0] baud_cnt;
    reg [3:0]  bit_cnt;
    reg [7:0]  shift_reg;
    reg        rx_busy;
    always @(posedge clk) begin
        if (rst) begin
            rx_busy <= 0;
            rx_done <= 0;
            baud_cnt <= 0;
            bit_cnt <= 0;
        end
        else begin
            rx_done <= 0;
            if (!rx_busy && rx == 0) begin
                rx_busy  <= 1;
                baud_cnt <= BAUD_CNT/2;  
                bit_cnt  <= 0;
            end
            else if (rx_busy) begin
                if (baud_cnt == BAUD_CNT-1) begin
                    baud_cnt <= 0;
                    if (bit_cnt < 8) begin
                        shift_reg[bit_cnt] <= rx;
                        bit_cnt <= bit_cnt + 1;
                    end
                    else begin
                        rx_busy <= 0;
                        rx_data <= shift_reg;
                        rx_done <= 1;
                    end
                end
                else
                    baud_cnt <= baud_cnt + 1;
            end
        end
    end
endmodule
module uart_tx #(
    parameter CLK_FREQ  = 100_000_000,
    parameter BAUD_RATE = 9600
)(
    input  wire clk,
    input  wire rst,
    input  wire tx_start,
    input  wire [7:0] tx_data,
    output reg  tx,
    output reg  tx_busy
);
    localparam integer BAUD_CNT = CLK_FREQ / BAUD_RATE;
    reg [13:0] baud_cnt;
    reg [3:0]  bit_cnt;
    reg [9:0]  shift_reg;
    always @(posedge clk) begin
        if (rst) begin
            tx <= 1'b1;
            tx_busy <= 1'b0;
            baud_cnt <= 0;
            bit_cnt <= 0;
        end
        else begin
            if (tx_start && !tx_busy) begin
                shift_reg <= {1'b1, tx_data, 1'b0};  
                tx_busy   <= 1'b1;
                baud_cnt  <= 0;
                bit_cnt   <= 0;
            end
            else if (tx_busy) begin
                if (baud_cnt == BAUD_CNT-1) begin
                    baud_cnt <= 0;
                    tx <= shift_reg[bit_cnt];
                    bit_cnt <= bit_cnt + 1;
                    if (bit_cnt == 9) begin
                        tx_busy <= 1'b0;
                        tx <= 1'b1;
                    end
                end
                else
                    baud_cnt <= baud_cnt + 1;
            end
        end
    end
endmodule
```

## run.sh

```bash
#!/bin/bash
# OpenROAD 26Q1-2900-gdf79404cd8, Yosys 0.63+post, stock flow scripts
make -C /OpenROAD-flow-scripts/flow DESIGN_CONFIG=/design/flow/config.mk WORK_HOME=/design/flow/orfs finish
```

==> ci_impl_report.md <==
### Yosys + OpenROAD results

| Metric | Value |
|---|---|
| Post-synth EDFFs | 24 |
| Final wirelength | 5.32 mm |
| Status | finished, final reports clean |
| Fmax | 469 MHz |
| # port buffers | 11 |
| TNS Setup | 0 ps |
| Max Cap Viol | 0 |
| Io pins | 13 |
| Core ar. | 5680 um2 |
| Total Routing Usage GR | 0.198 |
| Min-Delay Path Class | reg -> reg |
| Basic Gates by Area | 0.251 |
| Power density cells | 477 nW/um2 |
| Synth flops | 64 |
| Clk slew on worst S/H paths | 60 ps |
| Worst slew pin tran | 727 ps |
| Top FF cell, synth | dfxtp_1 |
| Clock period minus worst slack | 2130 ps |
| Pre-antenna DRT Iters | 4 |
| DIE WIDTH | 79.8 um |
| Top cell area share | 0.265 |
| First-pass GRT wire length | 9.60 mm |
| RSZ-0062 raised after global routing | no |
| Finished Layout Cells | 391 |
| CTS resizes | 0 |
| CTS root buffer | clkbuf_8 |
| GRT overflow | 0 |
| WS Path Type | reg -> reg |
| Post-synthesis compound-gate area fraction | 0.0894 |
| Number of global-route vias before repair | 2062 |
| Clock Skew | 7.30 ps |
| HPWL after DPL | 3.65 mm |
| Post-layout util | 0.594 |
| Die area | 6360 um2 |
| Synth Cell Area | 3020 um2 |
| 1st-iter DRT viols | 96 |
| Synth area leader | dfxtp_1 |
| WL/cell | 13.6 um |
| Post CTS Setup Buffer Count | 0 |
| Worst skew pair latency | 330 ps |
| Dpl ws | 560 ps |
| Tool Warnings | 32 |
| Largest net degree at the start of global routing | 22 |
| R2R setup slack | 870 ps |
| Top non-seq family | simple AND/OR/NAND/NOR gates |
| Total power | 1.61 mW |
| FF-to-FF End | uart_rx_inst.shift_reg[4] |
| Post-synth mux share | 0.0281 |
| Fa+ha+maj area frac | 0.0372 |
| Hold buffer count at CTS | 0 |
| Worst Hold Path EP | uart_rx_inst.rx_data[0] |
| Area after DPL | 3200 um2 |
| Inserted Clock Buffers | 9 |
| DRC violation count after routing | 0 |
| Reg-to-Reg Start | uart_rx_inst.bit_cnt[0] |
| Hold Crit Depth | 0 |
| Cells after Synth | 301 |
| Largest cells by area | dfxtp_1 26%, edfxtp_1 24%, nor2_1 5.0%, xnor2_1 3.8%, ha_1 3.7% |
| Pre-Place Util | 0.533 |
| Initial antenna violation count | 0 |
| Final Cell Area | 3370 um2 |
| Worst Path Arrival | 2210 ps |
| H-tree depth | 3 |
| Hold slack final | 452 ps |
| N_diodes | 0 |
| Area Growth Syn to Fin | 11.5% |
| Req. time, crit path | 3080 ps |
| Xor+xnor area frac | 0.0666 |
| Share of cells above drive strength 1 | 0.0784 |
| Worst Slack Setup Final | 867 ps |
| Cell Rows | 27 |
| Yosys warning tally | 2 |
| Netlist cell types | 49 |
| ANT nets after route | 0 |
| Die H | 79.8 um |
| Tcrit/Tclk final | 0.711 |
| Max FO, Critical Path | 11 |
| Final setup fails | 0 |
| Max-slew violation count | 0 |
| P_leak | 1.12 nW |
| Slew margin rel. | 0.511 |
| Peak supply drop | 248 uV |
| Top Registers | uart_rx_inst.baud_cnt: 14 flops, uart_tx_inst.baud_cnt: 14 flops |
| Yosys stat area | 3020 um2 |
| RePlAce Congestion | 0.819 |
| Via-to-Cell Ratio | 5.54 |
| HP Start | uart_rx_inst.shift_reg[0] |
| CTS sink count | 64 |
| CP endpoint kind | flop |
| R2r worst-path depth | 6 |
| Async set-reset flop share out of synthesis | 0 |
| Via count | 2168 |
| Yosys Instances | 301 |
| Placed Cells | 375 |
| Register share after synthesis | 0.503 |
| Final Hold Fails | 0 |
| CTS tree | done |
| CP Launch Type | flop |
| Syn_area_per_cell | 10.0 um2 |
| Max Root-Sink Buffers | 2 |
critical path, cell delays in order (launching register included):
cell and delay, ps:
dfxtp_1 560, inv_1 140, ha_1 300, o41ai_1 380, buf_4 190, nand2_1 60, mux2_2 260
cells in the final DEF, fill, tap and decap left out, drive strengths merged, types with 7 or more instances in the layout:
| cell type | netlist | final |
|---|---|---|
| nor3 | 9 | 9 |
| nand3 | 16 | 16 |
| nor2 | 40 | 40 |
| and4 | 7 | 7 |
| clkdlybuf4s50 | 0 | 11 |
| inv | 8 | 8 |
| ha | 9 | 9 |
| xor2 | 10 | 10 |
| edfxtp | 24 | 24 |
| nand4 | 11 | 11 |
| a21oi | 8 | 8 |
| dfxtp | 40 | 40 |
| clkbuf | 9 | 13 |
| and3 | 7 | 7 |
| xnor2 | 13 | 13 |
| nand2 | 20 | 20 |
power by group:
part | internal (mW) | switching (mW)
registers | 0.903 | 0.0183
clock network | 0.343 | 0.304
logic | 0.0182 | 0.0219
synthesized netlist by cell type, types with 3 or more instances:
cell / n
dfxtp_1: 40
nor2_1: 40
edfxtp_1: 24
nand2_1: 20
nand3_1: 16
xnor2_1: 13
nand4_1: 11
xor2_1: 10
clkbuf_1: 9
ha_1: 9
nor3_1: 9
a21oi_1: 8
inv_1: 8
and3_1: 7
and4_1: 7
nand2b_1: 6
o2bb2ai_1: 6
mux2i_1: 4
a21boi_0: 3
a31oi_1: 3
nor2b_1: 3
o21a_1: 3
how the worst max path moves through the flow:
stage | from | end | slack, ps | depth (start not counted)
5_1_grt | uart_rx_inst.bit_cnt[0] | uart_rx_inst.shift_reg[4] | 740 | 6
6_report | uart_rx_inst.bit_cnt[0] | uart_rx_inst.shift_reg[4] | 870 | 6
4_1_cts | uart_rx_inst.bit_cnt[0] | uart_rx_inst.shift_reg[4] | 870 | 6
final cells by class:
class                      instances  area, um2
fill                             486       2300
multi-input combinational        218       1430
tap                               72       90.1
sequential                        64       1520
clock buffer                      13        159
inverter                           8       30.0
clock inverter                     3       17.5
timing repair buffer              13        125
routing by layer:
metal | global-route usage | wire, um
met5 | 0 | 0
met2 | 0.284 | 2350
met3 | 0.0348 | 149
met4 | 0.0304 | 80
met1 | 0.338 | 2740
logic make-up after synthesis:
family                   after synthesis
AND/OR/NAND/NOR                      141
XOR/XNOR                              23
buffers and inverters                 19
multiplexers                           7
adder cells (fa/ha/maj)                9
AND-OR/OR-AND                         38
flip-flops                            64
Power figures rest on the tool's default switching activity, not on a simulated workload.
